==> /design/flow/design.v <==
`timescale 1ns/1ps
module LU_Decomposition(
    input         clk,
    input         rst,
    input         start,
    input  [511:0] A_in,    
    output reg    done,
    output reg [511:0] L_out,
    output reg [511:0] U_out
);
  reg signed [31:0] A [0:15];
  reg signed [31:0] L [0:15];
  reg signed [31:0] U [0:15];
  reg [2:0] k, i, j, m;
  reg signed [31:0] sum;
  localparam IDLE            = 4'd0,
             LOAD            = 4'd1,
             INIT            = 4'd2,
             U_START         = 4'd3,   
             U_M_LOOP        = 4'd4,   
             U_STORE         = 4'd5,   
             L_START         = 4'd6,   
             L_M_LOOP        = 4'd7,   
             L_STORE         = 4'd8,   
             NEXT_K          = 4'd9,   
             DONE_STATE      = 4'd10;
  reg [3:0] state;
  integer idx;
  always @(posedge clk) begin
    if(rst) begin
      state <= IDLE;
      done  <= 0;
      k <= 0; i <= 0; j <= 0; m <= 0; sum <= 0;
    end else begin
      case(state)
        IDLE: begin
          done <= 0;
          if(start)
            state <= LOAD;
        end
        LOAD: begin
          for(idx = 0; idx < 16; idx = idx+1)
            A[idx] <= A_in[idx*32 +: 32];
          state <= INIT;
        end
        INIT: begin
          for(idx = 0; idx < 16; idx = idx+1) begin
            L[idx] <= 0;
            U[idx] <= 0;
          end
          for(idx = 0; idx < 4; idx = idx+1)
            L[idx*4+idx] <= 32'd1;
          k <= 0;
          state <= U_START;
        end
        U_START: begin
          j   <= k;
          sum <= 0;
          m   <= 0;
          state <= U_M_LOOP;
        end
        U_M_LOOP: begin
          if(m < k) begin
            sum <= sum + L[k*4 + m] * U[m*4 + j];
            m <= m + 1;
          end else begin
            state <= U_STORE;
          end
        end
        U_STORE: begin
          U[k*4+j] <= A[k*4+j] - sum;
          if(j < 3) begin
            j   <= j + 1;
            sum <= 0;
            m   <= 0;
            state <= U_M_LOOP;
          end else begin
            if(k < 3) begin
              i <= k + 1;
              state <= L_START;
            end else begin
              state <= DONE_STATE;
            end
          end
        end
        L_START: begin
          if(i < 4) begin
            sum <= 0;
            m   <= 0;
            state <= L_M_LOOP;
          end else begin
            state <= NEXT_K;
          end
        end
        L_M_LOOP: begin
          if(m < k) begin
            sum <= sum + L[i*4 + m] * U[m*4 + k];
            m <= m + 1;
          end else begin
            state <= L_STORE;
          end
        end
        L_STORE: begin
          L[i*4+k] <= (A[i*4+k] - sum) / U[k*4+k];
          if(i < 3) begin
            i   <= i + 1;
            sum <= 0;
            m   <= 0;
            state <= L_M_LOOP;
          end else begin
            state <= NEXT_K;
          end
        end
        NEXT_K: begin
          if(k < 3) begin
            k <= k + 1;
            state <= U_START;
          end else begin
            state <= DONE_STATE;
          end
        end
        DONE_STATE: begin
          done <= 1;
          for(idx = 0; idx < 16; idx = idx+1) begin
            L_out[idx*32 +: 32] <= L[idx];
            U_out[idx*32 +: 32] <= U[idx];
          end
        end
      endcase
    end
  end
endmodule
==> /design/flow/run.sh <==
#!/bin/bash
# OpenROAD 26Q1-2900-gdf79404cd8, Yosys 0.63+post, stock flow scripts
make -C /OpenROAD-flow-scripts/flow DESIGN_CONFIG=/design/flow/config.mk WORK_HOME=/design/flow/orfs finish
==> /design/flow/config.mk <==
export PLATFORM = sky130hd
export DESIGN_NAME = LU_Decomposition
export DESIGN_NICKNAME = LU_Decomposition
export VERILOG_FILES = /design/flow/design.v
export SDC_FILE = /design/flow/constraint.sdc
export NUM_CORES = 4
export LEC_CHECK = 1
export CORE_UTILIZATION = 40
==> /design/flow/constraint.sdc <==
current_design LU_Decomposition

set clk_period 342.9
set clk_io_pct 0.2

create_clock -name clk0 -period $clk_period [get_ports {clk}]

set non_clock_inputs [all_inputs -no_clocks]
set_input_delay [expr $clk_period * $clk_io_pct] -clock clk0 $non_clock_inputs
set_output_delay [expr $clk_period * $clk_io_pct] -clock clk0 [all_outputs]
==> job_summary.md <==
## Implementation flow summary

| Metric | Value |
|---|---|
| Cell mode on critical path | o21a_1 |
| Ys async rst share | 0 |
| Crit path buf inv count | 29 |
| Post-CTS resize count | 0 |
| Total of max-cap violations | 0 |
| Hold Path Origin | L[11][20]$_SDFFCE_PN0P_ |
| Post-CTS Setup Bufs | 0 |
| Total CTS buffers | ~290 |
| Worst EP required | between 300 and 400 ns |
| Final Cycle Share | 0.531 |
| Final setup TNS | 0 ns |
| Die area | 0.372 sq mm |
| Cell type with the largest total area | edfxtp_1 |
| Synthesis area per yosys | 0.148 sq mm |
| Yosys xor share | 0.0280 |
| Ports | about 1500 |
| CP Class | in2reg |
| Largest net degree at the start of global routing | roughly 130 |
| Final Skew | approximately 0.066 ns |
| PortBufs | roughly 1500 |
| Gpl congestion | about 1.1 |
| Critical R2R Launch | i[0]$_SDFFE_PP0P_ |
| Synth warn | 2 |
| Aoi share | 0.111 |
| CP startpoint kind | primary input |
| Iter 0 DRT Violations | between 10000 and 15000 |
| Critical Path End Type | flop |
| Synth cell types | between 100 and 150 |
| Unrepaired setup endpoints after global routing | false |
| Initial antenna violation count | between 150 and 200 |
| Vias in the first global route | approximately 120k |
| Hold-critical path depth | 0 |
| Drt total wl | between 700000 and 800000 microns |
| Fin. Hold Viols | 0 |
| Hold Path Class | reg2reg |
| Grt ovf | 0 |
| Post-DRT Antenna Nets | 0 |
| Leading cell types by count after synthesis | 2560 x edfxtp_1, 1708 x nor2_1, 1242 x nand2_1 |
| Die width | ~600 microns |
| H-tree Lvls | 5 |
| CTS tree | done |
| DR pass1 iterations | 8 |
| P_leak | around 67 nW |
| CP Data Arrival Time | 182.82 ns |
| Later-pin clock latency in the skew report | around 0.96 ns |
| Average size of a mapped cell | approximately 12 sq um |
| Final Setup Violations | 0 |
| Post-synth top area share | 0.520 |
| Share of cells above drive strength 1 | 0.105 |
| Mapped Cells | between 10000 and 15000 |
| Core Box Area | 0.367 sq mm |
| Top fanout value on the critical path | between 50 and 60 |
| Slew headroom | 0.267 |
| Clk root buf | clkbuf_16 |
| Hold WS | about 0.4 ns |
| EDFF count, synth | ~2600 |
| Area growth, synth to finish | 22.3% |
| Worst Max-Slew Pin Slew | around 1.1 ns |
| R2R Setup Slk | around 230 ns |
| FP Rows | 222 |
| DP Wirelength | approximately 550000 microns |
| Mux share | 0.0512 |
| Top cells by area | edfxtp_1 52%, ha_1 6.4%, fa_1 6.0% |
| Clock buffer depth | 4 |
| Fmax | 5.49 MHz |
| Mapped cell area | around 0.15 sq mm |
| GRT Util Overall | 0.404 |
| Largest stage delay on the critical path | just under 0.9 ns |
| Top FF cell, synth | edfxtp_1 |
| Yosys reg bits | 2616 |
| Worst vdd ir | 10.2 uV |
| Vias per cell | 6.01 |
| Synth top cell by count | edfxtp_1 |
| Vias | between 100k and 150k |
| Fillcell total | approximately 32000 |
| Yosys cell count | between 10000 and 15000 |
| Post-Synth Adder-Cell Area | 0.124 |
| Comb area | ~0.065 sq mm |
| Clock-pin slew on the worst setup and hold paths | 0.06 ns |
| Die Y | 610 microns |
| Residual DRC | 0 |
| Outcome | finished clean |
| TritonCTS Sinks | between 2000 and 3000 |
| Post-cts hold buffer count | 0 |
| Initial Util | 0.403 |
| Sink of the worst hold path | L_out[372]$_DFFE_PP_ |
| Post-layout util | 0.493 |
| Register area | 0.0780 sq mm |
| Period minus WS final | ~180 ns |
| Slew Limit Fails | 0 |
| First-pass GRT wire length | between 900000 and 1000000 microns |
| CP max stage cell | a2111oi_0 |
| Synth Seq Share | 0.528 |
| Routed length per instance | between 30 and 40 microns |
| And+or+nand+nor area frac | 0.121 |
| Reg2reg end | L[14][20]$_SDFFCE_PN0P_ |
| CP top delay family | AND-OR/OR-AND gates |
| Pwr/cell area | ~6.2 mW/mm^2 |
| Largest logic family | adder cells |
| Reg2reg path depth | ~480 |
| Tool warnings | between 40 and 50 |
per-stage QoR:
step / total power [mW] / area (sq um) / cells / setup slack (ns)
finish: 1.11 / 181000 / 19392 / 160.70
global route: 1.17 / 181000 / 19352 / 152.30
CTS: 1.11 / 181000 / 19299 / 162.99
detailed placement: 0.803 / 171000 / 18776 / 162.44
global placement: 0.807 / 171000 / 18776 / 164.47
floorplan: 0.663 / 148000 / 12575 / 178.47
cell families after synthesis:
family | count (synthesis)
adder cells (fa/ha/maj) | 1202
AND-OR/OR-AND | 2306
multiplexers | 494
AND/OR/NAND/NOR | 4106
flip-flops | 2616
buffers and inverters | 1380
XOR/XNOR | 471
final cells by class:
class	count	area share
multi-input combinational	8579	0.362
tap	4816	0.0333
clock buffer	355	0.0415
sequential	2616	0.432
timing repair buffer	2047	0.107
inverter	718	0.0149
clock inverter	168	0.00905
antenna	93	0.00129
worst max-delay path by stage:
stage / from / endpoint / slack (ns) / depth (start not counted)
finish: rst / L[14][20]$_SDFFCE_PN0P_ / 160.70 / 470
CTS: rst / L[14][20]$_SDFFCE_PN0P_ / 162.99 / 471
global route: rst / L[12][20]$_SDFFCE_PN0P_ / 152.30 / 474
worst reg2reg max path, delay by kind of cell, from the launching register on:
| kind | cells | cell delay (ns) |
|---|---|---|
| flip-flops | 1 | 0.85 |
| buffers and inverters | 27 | 8.26 |
| AND/OR/NAND/NOR | 98 | 21.53 |
| adder cells (fa/ha/maj) | 35 | 10.89 |
| AND-OR/OR-AND | 303 | 70.04 |
| XOR/XNOR | 2 | 0.75 |
| multiplexers | 11 | 4.25 |
routing by layer:
metal | global-route usage | vias to the layer above | share of wire | wire [microns]
li1 | - | 49462 | - | -
met1 | 0.482 | 56357 | 0.32 | 229000
met2 | 0.552 | 8635 | 0.43 | 301000
met3 | 0.249 | 2006 | 0.16 | 113000
met4 | 0.263 | 121 | 0.086 | 61100
met5 | 0.0248 | - | 0.0024 | 1730
cell usage in the layout, fill, tap and decap left out, types with 60 or more instances in the layout:
| cell type | count |
|---|---|
| nor2b_1 | 81 |
| nand2_1 | 1196 |
| buf_4 | 503 |
| a22oi_1 | 188 |
| mux4_2 | 195 |
| o21ai_0 | 355 |
| a31oi_1 | 93 |
| and2_1 | 140 |
| edfxtp_1 | 2560 |
| nand3_1 | 183 |
| a21o_1 | 139 |
| o21a_1 | 220 |
| nand2b_1 | 60 |
| xor2_1 | 141 |
| diode_2 | 93 |
| clkbuf_1 | 65 |
| clkbuf_16 | 290 |
| xnor2_1 | 268 |
| o31ai_1 | 60 |
| ha_1 | 760 |
| a22o_1 | 129 |
| a221oi_1 | 142 |
| nor2_1 | 1701 |
| inv_1 | 716 |
| mux2i_1 | 199 |
| or3_1 | 93 |
| mux2_2 | 92 |
| fa_1 | 440 |
| a21oi_1 | 408 |
| nor3_1 | 273 |
| nand4_1 | 63 |
| clkdlybuf4s50_1 | 1538 |
sequential cells by signal (all words and copies together), names as in the netlist:
register and flops:
U_out 512, done 1, k 3, m 3, L_out 512, sum 32
A 512, j 3, i 3, state 11, U 512, L 512
report_power, final:
group	internal [mW]	switching [mW]	leakage (nW)
sequential	0.351	0.00340	24.2
clock	0.171	0.134	4.44
combinational	0.178	0.275	38.5
Power and IR drop assume default switching activity.
